[flow/config.mk]
export PLATFORM = sky130hd
export DESIGN_NAME = block_buffer
export DESIGN_NICKNAME = block_buffer
export VERILOG_FILES = /design/flow/design.v
export SDC_FILE = /design/flow/constraint.sdc
export NUM_CORES = 4
export LEC_CHECK = 1
export CORE_UTILIZATION = 30
[flow/constraint.sdc]
current_design block_buffer

set clk_period 21.8
set clk_io_pct 0.2

create_clock -name clk0 -period $clk_period [get_ports {clk}]

set non_clock_inputs [all_inputs -no_clocks]
set_input_delay [expr $clk_period * $clk_io_pct] -clock clk0 $non_clock_inputs
set_output_delay [expr $clk_period * $clk_io_pct] -clock clk0 [all_outputs]
[flow/design.v]
module block_buffer #(
    parameter CHANNEL_ID = 0   
)(
    (* X_INTERFACE_PARAMETER = "XIL_INTERFACENAME clk, FREQ_HZ 24000000, PHASE 0.0, ASSOCIATED_RESET rst" *)
    (* X_INTERFACE_INFO = "xilinx.com:signal:clock:1.0 clk CLK" *)
    input wire clk,
    (* X_INTERFACE_PARAMETER = "XIL_INTERFACENAME rst, POLARITY ACTIVE_HIGH" *)
    (* X_INTERFACE_INFO = "xilinx.com:signal:reset:1.0 rst RST" *)
    input wire rst,
    input wire enable,
    (* X_INTERFACE_PARAMETER = "XIL_INTERFACENAME pixel_stream_in, TDATA_NUM_BYTES 1, HAS_TREADY 0" *)
    (* X_INTERFACE_INFO = "xilinx.com:interface:axis:1.0 pixel_stream_in TDATA" *)
    input wire [7:0] pixel_in,
    (* X_INTERFACE_INFO = "xilinx.com:interface:axis:1.0 pixel_stream_in TVALID" *)
    input wire pixel_valid,
    (* X_INTERFACE_PARAMETER = "XIL_INTERFACENAME block_stream, TDATA_NUM_BYTES 64, HAS_TREADY 0" *)
    (* X_INTERFACE_INFO = "xilinx.com:interface:axis:1.0 block_stream TDATA" *)
    output reg [511:0] block_data_flat,
    (* X_INTERFACE_INFO = "xilinx.com:interface:axis:1.0 block_stream TVALID" *)
    output reg block_ready,
    (* X_INTERFACE_INFO = "xilinx.com:interface:axis:1.0 block_stream TLAST" *)
    output reg block_valid,
    input wire block_read_ack,
    (* X_INTERFACE_INFO = "xilinx.com:signal:data:1.0 pixel_count DATA" *)
    output reg [5:0] pixel_count,
    (* X_INTERFACE_INFO = "xilinx.com:signal:data:1.0 buffer_full DATA" *)
    output reg buffer_full
);
reg [7:0] pixel_buffer [0:63];
reg [5:0] write_addr;
reg buffer_state;
localparam FILLING = 1'b0;
localparam READY = 1'b1;
integer i;
always @(posedge clk) begin
    if (rst) begin
        write_addr <= 0;
        pixel_count <= 0;
        block_ready <= 0;
        block_valid <= 0;
        buffer_full <= 0;
        buffer_state <= FILLING;
        block_data_flat <= 0;
        for (i = 0; i < 64; i = i + 1) begin
            pixel_buffer[i] <= 0;
        end
    end else begin
        case (buffer_state)
            FILLING: begin
                block_ready <= 0;
                block_valid <= 0;
                buffer_full <= 0;
                if (enable && pixel_valid) begin
                    pixel_buffer[write_addr] <= pixel_in;
                    if (write_addr == 63) begin
                        buffer_state <= READY;
                        block_ready <= 1;
                        block_valid <= 1;
                        buffer_full <= 1;
                        pixel_count <= 64;
                        write_addr <= 0;
                        for (i = 0; i < 64; i = i + 1) begin
                            block_data_flat[i*8 +: 8] <= pixel_buffer[i];
                        end
                    end else begin
                        write_addr <= write_addr + 1;
                        pixel_count <= write_addr + 1;
                    end
                end
            end
            READY: begin
                if (block_read_ack) begin
                    buffer_state <= FILLING;
                    write_addr <= 0;
                    pixel_count <= 0;
                    block_ready <= 0;
                    block_valid <= 0;
                    buffer_full <= 0;
                end
            end
            default: buffer_state <= FILLING;
        endcase
    end
end
endmodule
[flow/run.sh]
#!/bin/bash
# OpenROAD 26Q1-2900-gdf79404cd8, Yosys 0.63+post, stock flow scripts
make -C /OpenROAD-flow-scripts/flow DESIGN_CONFIG=/design/flow/config.mk WORK_HOME=/design/flow/orfs finish
==> impl_metrics.json <==
{
  "critPathArrivalTime_ps": 8660,
  "powerDensity_nw_per_um2": 86.5,
  "max-vdd-ir-drop_uv": 59.4,
  "fillerInstances": 11400,
  "fin_skew_ps": 18.0,
  "synthTopCellsByCount": "1086 x nand2_1, 520 x dfxtp_1, 517 x a21oi_1, 512 x edfxtp_1, 511 x nor2_1",
  "holdWs_ps": 452,
  "post-route-min-period_ps": 8050,
  "dr.first_iter.drc_count": 1628,
  "slew_headroom_pct": 37.0,
  "hold_viol_final": 0,
  "drtPass1Iterations": 5,
  "drt_wl_total_mm": 119,
  "portBuffers": 533,
  "via_per_inst": 4.63,
  "holdBufCountCts": 0,
  "place_inst": 5481,
  "period_used_pct": 36.9,
  "top_area_share_pct": 42.3,
  "grt_overflow": 0,
  "synth_cell_types": 36,
  "drive_above_1_share_pct": 6.50,
  "syn_area_per_cell_um2": 10.3,
  "grt_pass1_vias": 25500,
  "status": "completed",
  "cp_common_cell": "buf_4",
  "total_power_mw": 4.06,
  "worst_skew_pair.late_latency_ps": 710,
  "finish.utilization_pct": 39.1,
  "synth_area_um2": 36400,
  "yosysChipArea_um2": 36400,
  "numCtsBuffers": 109,
  "fin_tns_setup_ps": 0,
  "antenna_found_initial": 0,
  "syn2layout_area_growth_pct": 29.1,
  "wire_per_inst_um": 20.9,
  "synth.largest_area_cell": "edfxtp_1",
  "ys.warnings.count": 1,
  "core_um2": 120000,
  "vias": 26400,
  "ys_seq_share_pct": 70.9,
  "hp-class": "register to register",
  "drtAntennaViolNets": 0,
  "postSynthCellCount": 3536,
  "clock_sinks": 1032,
  "rsz0062_at_grt": "false",
  "cp_max_fo": 66,
  "grt_pass1_wl_mm": 169,
  "drc": 0,
  "post_cts_buffers": 0,
  "max_freq_mhz": 124,
  "flop_cell": "dfxtp_1",
  "instances_no_fill": 5688,
  "synth-edff-count": 512,
  "dieArea_um2": 123000,
  "clock_path_buffers": 3,
  "rows": 127,
  "p_leak_nw": 14.9,
  "htreeDepth": 3,
  "critPathRequiredTime_ps": 22420,
  "most_common_cell": "nand2_1",
  "startpoint_type": "primary input",
  "cts_root_buf": "clkbuf_16",
  "grt.total_usage_pct": 19.9,
  "hpwl_mm": 78.5,
  "cts_tree": "done",
  "slowest_delay_ps": 720,
  "openroad.warnings": 32,
  "async_reset_ff_share_pct": 0,
  "drv_slew": 0,
  "fp_util_pct": 30.3,
  "gp_congestion": 0.864,
  "ys_cells": 3536,
  "die_h_um": 350,
  "grt_max_degree": 153,
  "worstPathCellList": "clkdlybuf4s50_1 > nand3b_4 > or3_4 > buf_4 > buf_4 > buf_4 > buf_4 > nand2_1 > a21oi_1",
  "crit_type": "primary input to register",
  "cts-resized-gates": 0,
  "numSynthFlops": 1032,
  "n_antenna_cell": 0,
  "yosys-top-cells-area": "edfxtp_1 42%, dfxtp_1 29%, nand2_1 11%",
  "tightest_slew_ps": 942,
  "end_kind": "register",
  "setup_viol": 0,
  "clkTransAtPathRegs_ps": 60,
  "fp.dieW_um": 350,
  "max-cap-violations": 0,
  "cpMaxStageDelayCell": "buf_4",
  "ios": 534
}
cells by family after synthesis:
| group | synth area share (%) |
|---|---|
| AOI/OAI and AO/OA | 8.55 |
| xor gates and xnor gates | 0.0241 |
| adders and majority gates | 0.0344 |
| buffers and inverters | 3.12 |
| DFF | 70.9 |
| muxes | 0.0309 |
| and+or+nand+nor | 17.4 |
flip-flops by register name (all words and copies together) (netlist names):
| register | count |
|---|---|
| block_data_flat | 512 |
| block_valid | 1 |
| buffer_state | 1 |
| pixel_count | 6 |
| pixel_buffer | 512 |
power by group:
part	leakage, nW	internal [mW]	switching [mW]
Clock	1.87	1.12	0.788
Sequential	9.27	2.07	0.0123
Combinational	3.80	0.0121	0.0634
metal layers:
layer | vias up | global-route usage, % | part of all wire, % | wire (um)
met5 | - | 0 | 0 | 0
met4 | 0 | 4.87 | 3.0 | 3520
met3 | 178 | 8.12 | 9.9 | 11800
met2 | 850 | 32.0 | 49 | 57700
met1 | 12700 | 25.7 | 39 | 45700
li1 | 12600 | - | - | -
area by class of cell:
class                      instances  area (um2)  share of cell area (%)
tap                             1612        2020                    4.29
clock buffer                     168        3410                    7.26
timing repair buffer             600        5880                    12.5
sequential                      1032       25800                    54.9
clock inverter                    39         367                   0.781
multi-input combinational       2237        9510                    20.3
worst max-delay path: cells and delay by family:
kind	cells	cell delay (ps)
compound gates	1	180
buf+inv	5	3200
simple gates	3	710
path summary, 6_finish.rpt:
check / startpoint / endpoint / slack (ps) / cells past startpoint
max reg2reg: pixel_count[0] / block_data_flat[36] / 17100 / 9
min: block_data_flat[314] / block_data_flat[314] / 450 / 2
min reg2reg: block_data_flat[314] / block_data_flat[314] / 450 / 2
max: pixel_valid / block_data_flat[36] / 13750 / 9
placed cells by master (no fill, tap or decap), types with 2 or more instances in the layout:
| master | n |
|---|---|
| clkdlybuf4s50_1 | 532 |
| a31o_2 | 2 |
| clkinv_2 | 13 |
| nand2b_1 | 3 |
| clkbuf_1 | 21 |
| nand3_2 | 4 |
| a21o_1 | 5 |
| and2_1 | 9 |
| dfxtp_1 | 520 |
| clkinv_8 | 4 |
| inv_4 | 2 |
| nor3_1 | 2 |
| bufinv_16 | 3 |
| o21bai_1 | 56 |
| a21oi_1 | 517 |
| nand4_1 | 3 |
| nor2_1 | 511 |
| edfxtp_1 | 512 |
| nand2_1 | 1081 |
| nand3_1 | 9 |
| nor2b_1 | 8 |
| and3_1 | 3 |
| inv_6 | 7 |
| nand2_2 | 5 |
| clkbuf_8 | 31 |
| clkinv_1 | 7 |
| buf_4 | 64 |
| buf_12 | 3 |
| a32oi_1 | 2 |
| clkbuf_16 | 116 |
per-stage QoR:
step | setup WS (ps) | instance area, um2
after floorplan | 15630 | 36400
after global placement | 13150 | 43200
after detailed placement | 13090 | 43200
after CTS | 13820 | 47000
after global routing | 13490 | 47000
final | 13750 | 47000
Power figures rest on the tool's default switching activity, not on a simulated workload.
