===== design/flow/config.mk =====
export PLATFORM = sky130hd
export DESIGN_NAME = dctcode
export DESIGN_NICKNAME = dctcode
export VERILOG_FILES = /design/flow/design.v
export SDC_FILE = /design/flow/constraint.sdc
export NUM_CORES = 4
export LEC_CHECK = 1
export CORE_AREA = 10 10 626 626
export DIE_AREA = 0 0 636 636

===== design/flow/constraint.sdc =====
current_design dctcode

set clk_period 44.6
set clk_io_pct 0.2

create_clock -name clk0 -period $clk_period [get_ports {clk}]

set non_clock_inputs [all_inputs -no_clocks]
set_input_delay [expr $clk_period * $clk_io_pct] -clock clk0 $non_clock_inputs
set_output_delay [expr $clk_period * $clk_io_pct] -clock clk0 [all_outputs]

===== design/flow/design.v =====
`timescale 1ns / 1ps
module dctcode #(
    parameter integer OUTPUT_SHIFT = 4
)(
    (* X_INTERFACE_PARAMETER = "XIL_INTERFACENAME clk, FREQ_HZ 24000000, PHASE 0.0, ASSOCIATED_RESET rst" *)
    (* X_INTERFACE_INFO = "xilinx.com:signal:clock:1.0 clk CLK" *)
    input wire clk,
    (* X_INTERFACE_INFO = "xilinx.com:signal:reset:1.0 rst RST" *)
    input wire rst,
    input wire enable,
    input wire start,
    (* X_INTERFACE_PARAMETER = "XIL_INTERFACENAME block_stream, TDATA_NUM_BYTES 64, HAS_TREADY 0" *)
    (* X_INTERFACE_INFO = "xilinx.com:interface:axis:1.0 block_stream TDATA" *)
    input wire [511:0] block_in,
    (* X_INTERFACE_INFO = "xilinx.com:interface:axis:1.0 block_stream TVALID" *)
    input wire block_valid,
    (* X_INTERFACE_INFO = "xilinx.com:signal:data:1.0 block_ready DATA" *)
    output wire block_ready,
    (* X_INTERFACE_PARAMETER = "XIL_INTERFACENAME coeff_stream, TDATA_NUM_BYTES 128, HAS_TREADY 0" *)
    (* X_INTERFACE_INFO = "xilinx.com:interface:axis:1.0 coeff_stream TDATA" *)
    output reg [1023:0] dct_out,
    (* X_INTERFACE_INFO = "xilinx.com:interface:axis:1.0 coeff_stream TVALID" *)
    output reg dct_valid,
    output reg done,
    (* X_INTERFACE_INFO = "xilinx.com:signal:data:1.0 busy DATA" *)
    output reg busy
);
localparam integer NUM_SAMPLES = 64;
localparam [1:0] ST_IDLE    = 2'd0;
localparam [1:0] ST_PROCESS = 2'd1;
localparam [1:0] ST_OUTPUT  = 2'd2;
reg [1:0] state;
reg [5:0] process_addr;
reg signed [15:0] working_data [0:NUM_SAMPLES-1];
integer i;
assign block_ready = (state == ST_IDLE) && !busy;
always @(posedge clk) begin
    if (rst) begin
        state <= ST_IDLE;
        process_addr <= 6'd0;
        dct_out <= {1024{1'b0}};
        dct_valid <= 1'b0;
        done <= 1'b0;
        busy <= 1'b0;
        for (i = 0; i < NUM_SAMPLES; i = i + 1) begin
            working_data[i] <= 16'sd0;
        end
    end else begin
        dct_valid <= 1'b0;
        done <= 1'b0;
        case (state)
            ST_IDLE: begin
                if (start && block_valid && block_ready && enable) begin
                    busy <= 1'b1;
                    for (i = 0; i < NUM_SAMPLES; i = i + 1) begin
                        working_data[i] <= {{8{block_in[i*8 + 7]}}, block_in[i*8 +: 8]} - 16'sd128;
                    end
                    process_addr <= 6'd0;
                    state <= ST_PROCESS;
                end else begin
                    busy <= 1'b0;
                end
            end
            ST_PROCESS: begin
                if (enable) begin
                    if (process_addr == 6'd0) begin
                        dct_out[15:0] <= (working_data[0] + working_data[7] + working_data[56] + working_data[63]) >>> OUTPUT_SHIFT;
                    end else begin
                        dct_out[process_addr*16 +: 16] <= working_data[process_addr];
                    end
                    if (process_addr == NUM_SAMPLES-1) begin
                        state <= ST_OUTPUT;
                    end else begin
                        process_addr <= process_addr + 6'd1;
                    end
                end
            end
            ST_OUTPUT: begin
                dct_valid <= 1'b1;
                done <= 1'b1;
                busy <= 1'b0;
                state <= ST_IDLE;
            end
            default: state <= ST_IDLE;
        endcase
    end
end
endmodule

===== design/flow/run.sh =====
#!/bin/bash
# OpenROAD 26Q1-2900-gdf79404cd8, Yosys 0.63+post, stock flow scripts
make -C /OpenROAD-flow-scripts/flow DESIGN_CONFIG=/design/flow/config.mk WORK_HOME=/design/flow/orfs finish

==> flow_summary.ini <==
; physical design summary
[status]
status = finished, final reports clean

[worst_setup_path]
cp_slowest_cell = buf_4
crit_required_ns = 45.25
rrSetupSlack_ns = 38.69
reg2reg_to = dct_out[213]
critPathCaptureType = flip-flop
crit_path_frequent_cell = buf_4
cp.arrival_ns = 13.00
worstSetupStartpointType = input pin
cp_slowest_stage_delay_ns = 0.73
cp_max_fo = 156
timing.rr.start = process_addr[4]
ff2ff_path_depth = 13
path_cells = buf_8 > buf_4 > buf_4 > buf_12 > buf_12 > buf_4 > nand3b_1 > o31ai_1
timing_worst_setup_path_type = input pin to flip-flop

[floorplanning]
fp.dieH_microns = 636
num_io_pins = 1545
chip_area_sq_um = 404000
num_rows = 226
fp_util_pct = 15.1
fp.dieW_microns = 636
core_area_sq_um = 378000

[clock_network]
numCtsBuffers = 179
cts_num_sinks = 1548
root_buffer = clkbuf_16
post_cts_buffers = 0
cts_tree = built
clk_pin_slew_worst_paths_ns = 0.06
cts_resized = 0
hold_buffers = 0
cts.path.max_buffers = 4
clk_latency_ns = 0.88
h-tree-depth = 4

[run]
log.warning_count = 54
cap_violations = 0

[sta]
rsz0062_at_grt = false
max_freq_mhz = 80.9
tns_ns = 0
setup_violations = 0
period_minus_slack_ns = 12.36
worst_slew_pin_slew_ns = 1.24
hold_viol = 0
fin_skew_ns = 0.201
report.final.slew_viol_count = 0
post-route-period-util_pct = 27.7
relSlewSlack_pct = 17.1

[synth]
synth_flops = 1548
synth_cell_types = 78
top_cell_area_share_pct = 54.3
ys_seq_share_pct = 54.3
syn_avg_cell_area_sq_um = 8.32
ys_area_sq_um = 57100
ff_type = dfxtp_1
yosys_warnings = 2
synth-edff-count = 0
ys_cells = 6861
synthCells = 6861
synth-async-reset-ratio_pct = 0
area_leaders = dfxtp_1, nand2_1, a21oi_1
synth.cell_area_sq_um = 57100
yosysTopAreaCell = dfxtp_1

[hold_path]
hp-class = flip-flop to flip-flop
hold_depth = 2
whs_endpoint = dct_out[454]
holdCritStartpoint = dct_out[454]

[global_routing]
grt_pass1_vias = 55365
grt.met2_usage_pct = 35.5
antenna_found_initial = 271
grt_pass1_wl_mm = 533
grt_util_met1_pct = 20.3
grt_util_met3_pct = 5.97
busiest_layer = met2
grt_max_degree = 161
grt_use_total_pct = 19.9
overflow = 0

[drt]
via_per_inst = 4.38
drcViolationCount = 0
wl_mm = 412
ant_nets = 0
initialDrtViolationCount = 5721
drt-wirelength-per-cell_microns = 30.4
vias = 59422
firstDrtPassIters = 8

[layout]
mostFrequentLayoutCell = nand2_1
lay_top_cells = nand2_1, dfxtp_1, clkdlybuf4s50_1, a21oi_1, nor2_1
area_growth_pct = 48.7
finalNonFillerCells = 13561
final_layout_size_suffix_gt1_share_pct = 7.92

[placement]
hpwl_mm = 328
dpl.cell_count = 13118
gp_congestion = 0.977
port_buffers = 1544

[pwr]
p_leak_uw = 0.0279
powerDensity_nw_per_um2 = 35.7
peakVddDrop_uv = 28.6
Yosys cell counts, types with 9 or more instances:
master        n
a211oi_1    156
a211oi_2     18
a21oi_1    1058
a22o_1        9
a22oi_1      13
a31oi_1      22
a32oi_1      34
and2_1       17
and3_1       38
and3b_1      13
and4_1       13
buf_1        28
buf_2        41
buf_4        12
buf_6        10
clkbuf_1    438
dfxtp_1    1548
fa_1         15
ha_1         20
inv_1        14
mux2i_1      14
nand2_1    1591
nand2b_1     12
nand3_1     306
nand3b_1     70
nand4_1      85
nor2_1      611
nor2b_1      19
nor3_1       24
nor3b_1      11
nor4_1       23
o211ai_1     37
o21a_1       16
o21ai_0     257
o21ai_1      18
o21ai_2      42
o2bb2ai_1    19
o31ai_1      76
or4_1        12
cells by family after synthesis:
logic type	share of synthesized area, %
compound gates	18.8
fa+ha+maj	0.965
mux	0.344
flops	54.3
simple gates	21.5
xor+xnor	0.153
buf+inv	3.88
worst max-delay path: cells and delay by family:
kind,cells,cell delay (ns)
buffers and inverters,6,3.37
and+or+nand+nor,1,0.20
AOI/OAI and AO/OA,1,0.09
layout make-up:
cell class                      count  area (sq um)
Antenna cell                      131           328
Clock buffer                      252          5040
Clock inverter                     60           623
Fill cell                       41266        293000
Inverter                           15          56.3
Multi-Input combinational cell   4769         24300
Sequential cell                  1548         31000
Tap cell                         5016          6280
Timing Repair Buffer             1770         17200
through the flow:
step | cell area [sq um] | util [%] | hold slack (ns) | power (uW) | setup slack (ns)
after global placement | 78900 | 20.8 | 0.433 | 1600 | 31.57
after detailed placement | 78900 | 20.8 | 0.440 | 1600 | 31.55
after floorplan | 57100 | - | 0.396 | 1500 | 33.92
after CTS | 84500 | 22.3 | 0.451 | 3060 | 32.41
after global routing | 84800 | 22.4 | 0.464 | 3120 | 32.08
final | 84900 | 22.4 | 0.448 | 3030 | 32.24
state kept, by name, summed over array words and instances, names as in the netlist:
| name | cells |
|---|---|
| process_addr | 6 |
| done | 1 |
| working_data | 513 |
| state | 3 |
| busy | 1 |
| dct_out | 1024 |
worst max path at each step:
stage,end,slack (ns),start,depth (start not counted)
4_1_cts,dct_out[214],32.41,rst,8
5_1_grt,dct_out[214],32.08,rst,8
6_report,dct_out[886],32.24,rst,8
power by group:
part | switching (uW) | internal (uW) | total (uW)
sequential | 13.2 | 1400 | 1410
clock | 644 | 822 | 1470
combinational | 91.1 | 61.9 | 153
total | 748 | 2280 | 3030
per-layer routing:
layer / share of wire (%) / vias to the layer above / routed length [microns]
li1: - / 26592 / -
met1: 32 / 28665 / 133000
met2: 52 / 3166 / 214000
met3: 8.3 / 945 / 34300
met4: 7.4 / 54 / 30600
met5: 0.086 / - / 353
No activity file was given, so power comes from the tool's default toggle rates.
