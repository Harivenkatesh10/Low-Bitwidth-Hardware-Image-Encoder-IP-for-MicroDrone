## run.sh

```bash
#!/bin/bash
# OpenROAD 26Q1-2900-gdf79404cd8, Yosys 0.63+post, stock flow scripts
make -C /OpenROAD-flow-scripts/flow DESIGN_CONFIG=/design/flow/config.mk WORK_HOME=/design/flow/orfs finish
```

## config.mk

```make
export PLATFORM = sky130hd
export DESIGN_NAME = bitstream_mux
export DESIGN_NICKNAME = bitstream_mux
export VERILOG_FILES = /design/flow/design.v
export SDC_FILE = /design/flow/constraint.sdc
export NUM_CORES = 4
export LEC_CHECK = 1
export CORE_AREA = 10 10 642 642
export DIE_AREA = 0 0 652 652
```

## constraint.sdc

```tcl
current_design bitstream_mux

set clk_period 44.0
set clk_io_pct 0.2

create_clock -name clk0 -period $clk_period [get_ports {clk}]

set non_clock_inputs [all_inputs -no_clocks]
set_input_delay [expr $clk_period * $clk_io_pct] -clock clk0 $non_clock_inputs
set_output_delay [expr $clk_period * $clk_io_pct] -clock clk0 [all_outputs]
```

## design.v

```verilog
module bitstream_mux (
    (* X_INTERFACE_PARAMETER = "XIL_INTERFACENAME clk, FREQ_HZ 24000000, PHASE 0.0, ASSOCIATED_RESET rst" *)
    (* X_INTERFACE_INFO = "xilinx.com:signal:clock:1.0 clk CLK" *)
    input  wire clk,
    (* X_INTERFACE_INFO = "xilinx.com:signal:reset:1.0 rst RST" *)
    input  wire rst,
    input  wire enable,
    (* X_INTERFACE_PARAMETER = "XIL_INTERFACENAME rle_stream_in, TDATA_NUM_BYTES 128, HAS_TREADY 0" *)
    (* X_INTERFACE_INFO = "xilinx.com:interface:axis:1.0 rle_stream_in TDATA" *)
    input  wire [1023:0] rle_block,
    (* X_INTERFACE_INFO = "xilinx.com:interface:axis:1.0 rle_stream_in TVALID" *)
    input  wire rle_valid,
    (* X_INTERFACE_INFO = "xilinx.com:signal:data:1.0 rle_pair_count DATA" *)
    input  wire [6:0]     pair_count,
    (* X_INTERFACE_INFO = "xilinx.com:signal:data:1.0 rle_channel_id DATA" *)
    input  wire [1:0]     rle_channel_id,
    (* X_INTERFACE_INFO = "xilinx.com:signal:data:1.0 rle_ready DATA" *)
    output wire           rle_ready,
    (* X_INTERFACE_PARAMETER = "XIL_INTERFACENAME bitstream_out, TDATA_NUM_BYTES 1, HAS_TREADY 0" *)
    (* X_INTERFACE_INFO = "xilinx.com:interface:axis:1.0 bitstream_out TDATA" *)
    output reg  [7:0] stream_out,
    (* X_INTERFACE_INFO = "xilinx.com:interface:axis:1.0 bitstream_out TVALID" *)
    output reg  stream_valid,
    (* X_INTERFACE_INFO = "xilinx.com:signal:data:1.0 stream_channel DATA" *)
    output reg  [1:0] out_channel_id,
    (* X_INTERFACE_INFO = "xilinx.com:signal:data:1.0 block_done DATA" *)
    output reg  block_done,
    (* X_INTERFACE_INFO = "xilinx.com:signal:data:1.0 busy DATA" *)
    output reg  busy
);
localparam integer MAX_PAIRS = 64;
localparam [1:0] S_IDLE      = 2'd0;
localparam [1:0] S_LOAD      = 2'd1;
localparam [1:0] S_OUTPUT    = 2'd2;
localparam [1:0] S_WAIT_BYTE = 2'd3;
reg [1:0] state;
reg [15:0] pair_buffer [0:MAX_PAIRS-1];
reg [6:0]  total_pairs;
reg [6:0]  pair_index;
reg        output_low_byte;
integer i;
assign rle_ready = (state == S_IDLE);
always @(posedge clk) begin
    if (rst) begin
        state           <= S_IDLE;
        stream_out      <= 8'd0;
        stream_valid    <= 1'b0;
        out_channel_id  <= 2'd0;
        block_done      <= 1'b0;
        busy            <= 1'b0;
        total_pairs     <= 7'd0;
        pair_index      <= 7'd0;
        output_low_byte <= 1'b0;
        for (i = 0; i < MAX_PAIRS; i = i + 1) begin
            pair_buffer[i] <= 16'd0;
        end
    end else begin
        stream_valid <= 1'b0;
        block_done   <= 1'b0;
        case (state)
            S_IDLE: begin
                busy <= 1'b0;
                if (rle_valid && enable) begin
                    busy <= 1'b1;
                    for (i = 0; i < MAX_PAIRS; i = i + 1) begin
                        pair_buffer[i] <= rle_block[i*16 +: 16];
                    end
                    total_pairs     <= pair_count;
                    pair_index      <= 7'd0;
                    output_low_byte <= 1'b0;
                    out_channel_id  <= rle_channel_id;
                    state           <= S_OUTPUT;
                end
            end
            S_OUTPUT: begin
                busy <= 1'b1;
                if (pair_index < total_pairs) begin
                    if (!output_low_byte) begin
                        stream_out      <= pair_buffer[pair_index][15:8];
                        stream_valid    <= 1'b1;
                        output_low_byte <= 1'b1;
                    end else begin
                        stream_out      <= pair_buffer[pair_index][7:0];
                        stream_valid    <= 1'b1;
                        output_low_byte <= 1'b0;
                        pair_index      <= pair_index + 7'd1;
                    end
                end else begin
                    block_done <= 1'b1;
                    busy       <= 1'b0;
                    state      <= S_IDLE;
                end
            end
            default: state <= S_IDLE;
        endcase
    end
end
endmodule
```

==> ci_impl_report.md <==
### Metrics collected by this job

| Metric | Value |
|---|---|
| Outcome | completed |
| Length of the first detailed-routing pass in iterations | 6 |
| Post-synth top cells | 2,169 x nand2_1, 1,063 x a21oi_1, 1,054 x dfxtp_1 |
| I/O pin total | between 1,000 and 1,500 |
| Final std cells w/o fill | ~12,000 |
| Num CTS Buffers | approximately 140 |
| Critical setup path kind | in2reg |
| GRT Residual Overflow | 0 |
| Via count | 51,700 |
| Crit end category | flip-flop |
| Setup TNS | 0 ns |
| Vias in the first global route | roughly 47,000 |
| Remaining antenna violation count after routing | 0 |
| Logic gate share of total power | 0.101 |
| Grt met1 use | 0.213 |
| Critical Path AT | approximately 14 ns |
| Worst Reg2Reg Path Length in Cells | 11 |
| Static Leak | 21.6 nW |
| Die area | around 0.43 sq mm |
| Die height | between 600 and 700 um |
| Slew HR | 0.307 |
| Largest net degree at the start of global routing | 130 |
| Sequential power share | 0.421 |
| Core ar. | ~0.4 sq mm |
| Hold Crit Start | pair_buffer[30][7] |
| Final setup viols | 0 |
| Post-synth EDFFs | 0 |
| CTS H-Tree Depth | 4 |
| Cell-internal power | ~1.8 mW |
| Clock slew at reported path FFs | 0.06 ns |
| Dpl cells | 11,800 |
| GR Util met3 | 0.118 |
| Final wirelength | roughly 460 mm |
| Tool warnings | 37 |
| Clock Latency Late Sink | about 0.9 ns |
| Critical Path Start Type | input port |
| Clk root buf | clkbuf_16 |
| Worst r2r src | pair_index[0] |
| Syn_area_per_cell | roughly 7.6 sq um |
| Hold Path Depth | 2 |
| Total power | 2.46 mW |
| HP Class | reg2reg |
| Share of cells above drive strength 1 | 0.0776 |
| # DRC | 0 |
| FP Util | 0.108 |
| Unique cell types | 69 |
| CP cell instances | clkdlybuf4s50_1 -> and3_4 -> buf_4 -> buf_4 -> buf_4 -> buf_4 -> buf_4 -> buf_4 -> nand2_1 -> a21oi_1 |
| Synth flops | about 1,100 |
| Clk pwr share | 0.478 |
| FMAX | about 0.076 GHz |
| Max cap viols | 0 |
| RSZ-0062 raised after global routing | no |
| Count of yosys warnings during synthesis | 2 |
| Ys async rst share | 0 |
| CP Max Fanout | a little over 60 |
| Most common cell in the netlist | nand2_1 |
| Clock skew | ~0.11 ns |
| Clock Path Buffers | 4 |
| Final HPWL DP | ~390 mm |
| Routability Congestion | 1.07 |
| Routing usage on met2 | 0.316 |
| Biggest area cells | dfxtp_1 49%, nand2_1 19%, a21oi_1 12% |
| Cell Area, Synth | between 0.04 and 0.05 sq mm |
| Post-Synthesis Cells | 5,722 |
| Post-synth area from yosys stat | approximately 0.043 sq mm |
| Most Used Layer, Global Route | met2 |
| Global-route wire length before repair | around 560 mm |
| # rows | roughly 230 |
| Area leader, netlist | dfxtp_1 |
| CTS tree | yes |
| Commonest flop | dfxtp_1 |
| Max Slew Vio Count | 0 |
| CTS Hold Buffers Added | 0 |
| Sw Share | 0.264 |
| Max-area cell share | 0.488 |
| Worst reg-to-reg setup slack | ~38 ns |
| Initial DRC Count | between 5,000 and 6,000 |
| Fin. Hold Viols | 0 |
| Tcrit/Tclk final | 0.298 |
| Worst EP required | approximately 45 ns |
| # Cells Yosys | roughly 5,700 |
| Worst slew pin tran | a little over 1 ns |
| Drt wl/cell | about 38 um |
| Post-CTS setup buffer count | 0 |
| Drt via density | 4.20 |
| Worst Hold Path EP | pair_buffer[30][7] |
| Number of gates resized after CTS | 0 |
| IO buf count | about 1,100 |
| Maximum VDD drop | 26.8 uV |
| Psw | about 650 uW |
| Die width | between 600 and 700 um |
| Cell type of the slowest stage on the worst timing path | buf_4 |
| Pwr Density | ~37 mW/mm^2 |
| Total GRT Usage | 0.212 |
| Minimum clock period | 13.11 ns |
| Slowest stage delay, CP | roughly 0.70 ns |
| Area Overhead vs Synth | 52.1% |
| R2r endpoint | stream_out[4] |
| Clock sink total | ~1,100 |
| Post-synth seq share | 0.488 |
| Fillers | around 45,000 |
| Initial antenna violation count | approximately 690 |
| Crit path top cell by count | buf_4 |
[worst max-delay path, delay by kind of cell]
family	cells	cell delay, ns
compound gates	1	0.16
buf+inv	7	4.38
simple gates	2	0.36
[power by group through the flow]
stage | Sequential, mW | Combinational [mW] | Clock (mW)
4_1_cts | 1.04 | 0.246 | 1.19
5_1_grt | 1.04 | 0.264 | 1.23
6_report | 1.04 | 0.248 | 1.18
[cell families after synthesis]
kind of cell / count (synthesis) / synth area share
compound gates: 1619 / 0.223
xor+xnor: 6 / 0.00122
fa+ha+maj: 10 / 0.00290
buf+inv: 485 / 0.0437
flops: 1054 / 0.488
mux: 36 / 0.00872
simple gates: 2512 / 0.232
[layout make-up]
cell class                      instances  area (sq um)  area share
Sequential cell                      1054         21100       0.321
Multi-Input combinational cell       4183         20300       0.309
Timing Repair Buffer                 1305         12500       0.190
Tap cell                             5265          6590       0.100
Clock buffer                          188          4000      0.0608
Antenna cell                          251           628     0.00956
Clock inverter                         44           529     0.00806
Inverter                               16          60.1    0.000914
[sequential cells by signal, summed over array words and instances (netlist names)]
register	count
state	2
output_low_byte	1
block_done	1
stream_valid	1
pair_buffer	1024
stream_out	8
total_pairs	7
pair_index	7
out_channel_id	2
busy	1
[routing by layer]
metal	vias up	wire (um)	share of wire
met3	1580	59200	0.13
met2	3405	201000	0.43
met5	-	1890	0.0041
li1	21800	-	-
met1	24600	149000	0.32
met4	292	50900	0.11
[cells in the final DEF (no fill, tap or decap), types with 43 or more instances in the layout]
cell type and n:
nand2_1 2169, a22oi_1 342, buf_4 251, a22o_1 43, nor2_1 79, clkbuf_16 141, a21oi_1 1063, nand4_1 50
nand3_1 46, dfxtp_1 1050, diode_2 251, clkdlybuf4s50_1 1049
[through the flow]
step | hold slack [ns] | setup WS (ns) | cell area [sq um] | util
2_1_floorplan | 0.422 | 33.78 | 43200 | -
3_3_place_gp | 0.440 | 30.16 | 60500 | 0.152
3_5_place_dp | 0.446 | 30.13 | 60500 | 0.152
4_1_cts | 0.454 | 31.03 | 65100 | 0.163
5_1_grt | 0.468 | 30.71 | 65500 | 0.164
6_report | 0.454 | 30.89 | 65700 | 0.165
[how the worst max path moves through the flow]
stage,from,depth (start not counted),end,slack (ns)
6_report,rle_valid,10,pair_buffer[12][2],30.89
4_1_cts,rle_valid,10,pair_buffer[47][6],31.03
5_1_grt,rle_valid,10,pair_buffer[39][10],30.71
No activity file was given, so power comes from the tool's default toggle rates.
